`flow/config.mk`:
```
export PLATFORM = sky130hd
export DESIGN_NAME = dit_fft_8
export DESIGN_NICKNAME = dit_fft_8
export VERILOG_FILES = /design/flow/design.v
export SDC_FILE = /design/flow/constraint.sdc
export NUM_CORES = 4
export LEC_CHECK = 1
export CORE_AREA = 10 10 72 72
export DIE_AREA = 0 0 82 82
```
`flow/constraint.sdc`:
```
current_design dit_fft_8

set clk_period 1.0
set clk_io_pct 0.2

create_clock -name clk0 -period $clk_period [get_ports {clk}]

set non_clock_inputs [all_inputs -no_clocks]
set_input_delay [expr $clk_period * $clk_io_pct] -clock clk0 $non_clock_inputs
set_output_delay [expr $clk_period * $clk_io_pct] -clock clk0 [all_outputs]
```
`flow/design.v`:
```
`timescale 1ns / 1ps
module bfly2_4( x,y,wr,wi,x0r,x0i,x1r,x1i );  
    input signed [8:0]x,y;
    input signed [8:0]wr,wi;
    output[8:0]  x0r,x0i,x1r,x1i;
    wire [17:0] p1,p2;
    assign p1 = wr*y;
    assign p2 = wi*y;
    assign x0r = x + p1[8:0];
    assign x0i = p2[8:0];
    assign x1r = x - p1[8:0];
    assign x1i = -p2[8:0];
endmodule
`timescale 1ns / 1ps
module bfly4_4( xr,xi,yr,yi,wr,wi,x0r,x0i,x1r,x1i );  
    input signed [8:0] xr,xi,yr,yi;
    input signed [8:0] wr,wi;
    output [8:0] x0r,x0i,x1r,x1i;
    wire [17:0] p1,p2,p3,p4;
    assign p1 = wr*yr;
    assign p2 = wi*yi;
    assign p3 = wr*yi;
    assign p4 = wi*yr;
    assign x0r = xr+p1[17:8]-p2[17:8];
    assign x0i = xi+p3[17:8]+p4[17:8];
    assign x1r = xr-p1[17:8]+p2[17:8];
    assign x1i = xi-p3[17:8]-p4[17:8];
endmodule
`timescale 1ns / 1ps
module dit_fft_8( clk,sel,y_real,y_img );
    input clk;
    input [2:0] sel;
    output reg [8:0] y_real,y_img;
    wire [8:0] y0r,y1r,y2r,y3r,y4r,y5r,y6r,y7r,y0i,y1i,y2i,y3i,y4i,y5i,y6i,y7i;
    wire [8:0] x20r,x20i,x21r,x21i,x22r,x22i,x23r,x23i,x24r,x24i,x25r,x25i,x26r,x26i,x27r,x27i;
    wire [8:0] x10r,x10i,x11r,x11i,x12r,x12i,x13r,x13i,x14r,x14i,x15r,x15i,x16r,x16i,x17r,x17i;
    wire [8:0] x0,x1,x2,x3,x4,x5,x6,x7;
    parameter w0r=9'b1;
    parameter w0i=9'b0;
    parameter w1r=9'b010110101;  
    parameter w1i=9'b101001011;  
    parameter w2r=9'b0;
    parameter w2i=9'b111111111;  
    parameter w3r=9'b101001011;  
    parameter w3i=9'b101001011;  
    assign x0=9'b1;  
    assign x1=9'b10;     
    assign x2=9'b100;    
    assign x3=9'b1000;   
    assign x4=9'b10000;  
    assign x5=9'b100000;     
    assign x6=9'b1000000;    
    assign x7=9'b10000000;   
    bfly2_4 s11(x0,x4,w0r,w0i,x10r,x10i,x11r,x11i);
    bfly2_4 s12(x2,x6,w0r,w0i,x12r,x12i,x13r,x13i);
    bfly2_4 s13(x1,x5,w0r,w0i,x14r,x14i,x15r,x15i);
    bfly2_4 s14(x3,x7,w0r,w0i,x16r,x16i,x17r,x17i);
    bfly2_4 s21(x10r,x12r,w0r,w0i,x20r,x20i,x22r,x22i);
    bfly2_4 s22(x11r,x13r,w2r,w2i,x21r,x21i,x23r,x23i);
    bfly2_4 s23(x14r,x16r,w0r,w0i,x24r,x24i,x26r,x26i);
    bfly2_4 s24(x15r,x17r,w2r,w2i,x25r,x25i,x27r,x27i);
    bfly2_4 s31(x20r,x24r,w0r,w0i,y0r,y0i,y4r,y4i);
    bfly4_4 s32(x21r,x21i,x25r,x25i,w1r,w1i,y1r,y1i,y5r,y5i);
    bfly2_4 s33(x22r,x26r,w2r,w2i,y2r,y2i,y6r,y6i);
    bfly4_4 s34(x23r,x23i,x27r,x27i,w3r,w3i,y3r,y3i,y7r,y7i);
    always@(posedge clk)
         case(sel)
       0:begin y_real = y0r; y_img = y0i; end
       1:begin y_real = y1r; y_img = y1i; end
       2:begin y_real = y2r; y_img = y2i; end
       3:begin y_real = y3r; y_img = y3i; end
       4:begin y_real = y4r; y_img = y4i; end
       5:begin y_real = y5r; y_img = y5i; end
       6:begin y_real = y6r; y_img = y6i; end
       7:begin y_real = y7r; y_img = y7i; end
      endcase
endmodule
```
`flow/run.sh`:
```
#!/bin/bash
# OpenROAD 26Q1-2900-gdf79404cd8, Yosys 0.63+post, stock flow scripts
make -C /OpenROAD-flow-scripts/flow DESIGN_CONFIG=/design/flow/config.mk WORK_HOME=/design/flow/orfs finish
```
==> run summary <==
fresh numbers from the pnr run: outcome finished, final reports clean, Tmin final 979 ps, H-tree depth 1, logic area 120 µm², Die ar. 6720 µm², layout cell share with drive strength beyond 1 32.3%, Max Fclk 1.02 GHz, synthesized area 472 µm², n_diodes 0, LEAKAGE 0.373 nW, Vias/cell 2.93, Crit path max-delay family flip-flops, First DRT Iteration DRCs 2, Post-Syn Instances 41, total track usage 3.08%, Post-synth regs 14, total power 0.00129 W, Final Cycle Share 97.9%, Clk Tree Root Cell clkbuf_8, Worst EP arrival 780 ps, TritonCTS clock tree done, largest family of logic cells by area buffers and inverters, Ports 22, clk slew on worst S/H paths 50 ps, core area 3690 µm², Filler cells 409, IO Port Bufs 21, clk sink count 14, Ys Warns 1, die x size 82 µm, Setup WS pre-CTS -252 ps, crit path max-delay cell type dfxtp_2, CP Cell Sequence dlygate4sd2_1, P&R area growth vs syn 68.7%, Worst Hold Class in -> reg, total number of vias 331, Yosys Chip Area 472 µm², nature of the critical path startpoint flop, Routed WL 976 µm, Crit Path Class reg -> out, row cnt 22, total gr overflow 0, syn_area_per_cell 11.5 µm², # DRC 0, fa+ha+maj area frac 0%, Synth Area in Simple Gates 11.7%, routed wire length per instance 8.64 µm, DRT Pass-1 Iters 2, mux contribution to synthesized area 3.18%, initial antenna violation count 0, number of global-route vias before repair 371, CTS buffer count 3, Storage cell area 289 µm², distinct lib cells 17, worst setup margin 21.2 ps, Setup crit end kind primary output, worst-path fanout max 2, final setup TNS 0 ps, global-route wire length before repair 1580 µm, Post-DRT Antenna Nets 0, slowest cell delay on critical path 310 ps, Hold Violations, Final 0, # Max-Cap Violations 0, register share after synthesis 59.4%, largest net degree at the start of global routing 9, tightest slew margin relative to the limit 85.8%, Setup-failing EPs final 0, Final Wtd Congestion 0.735, clock buffer depth 2, Post-Synth XOR/XNOR Area 3.71%, WP data required 800 ps, PD cells 1620 nW/µm², DP HPWL 849 µm, ys cells 41, Worst Tran Pin Value 213 ps, Peak supply drop 0.357 mV, Die Y 82 µm, Buf+Inv Stages, Crit Path 1, Complex Gates by Area 6.90%, tool warnings 25, max-slew violations 0, FP Util 12.8%, RSZ-0062 raised after global routing no
==> final timing paths <==
| path | start | endpoint | slack (ps) | cells past startpoint |
|---|---|---|---|---|
| max | y_real[6] | y_real[2] | 20 | 1 |
| min | sel[0] | y_img[0] | 240 | 2 |
==> metrics by stage <==
stage          instances  hold slack [ps]  area, µm²  util (%)
6_report             113              237        796      21.6
3_5_place_dp         109              851        731      19.8
4_1_cts              113              586        771      20.9
5_1_grt              113              261        796      21.6
2_1_floorplan         41              390        472         -
3_3_place_gp         109              839        731      19.8
==> final cells by class <==
cell class,instances,area share (%)
inverters,2,0.943
repair buffers,28,33.2
well taps,48,7.55
flip-flops and latches,14,36.3
multi-input cells,17,15.1
clock buffers,4,6.92
==> cells in the final DEF, fill, tap and decap left out, types with 3 or more instances in the layout <==
cell	n
clkdlybuf4s15_1	10
dlygate4sd2_1	8
dfxtp_2	7
dfxtp_1	7
buf_4	6
clkbuf_8	4
dlymetal6s2s_1	3
==> registers in the layout, summed over array words and instances (netlist names) <==
signal	cells
y_img	7
y_real	7
==> metal layers <==
layer / global-route usage (%) / wire [µm] / vias to the layer above
met4: 0.510 / 13 / 0
met5: 0 / 0 / -
li1: - / - / 172
met2: 5.64 / 469 / 15
met1: 2.65 / 334 / 142
met3: 2.31 / 159 / 2
==> Yosys cell counts (all sizes together) <==
library cell,number,share of area [%]
a21oi,2,2.1
and2b,1,1.6
o21a,1,1.6
mux2,1,3.2
inv,2,1.6
nand2b,1,2.9
o21ai,3,3.2
clkbuf,1,0.79
nand3b,1,1.6
nor2,2,1.6
nand2,3,4.0
dfxtp,14,59
xnor2,2,3.7
buf,7,13
==> logic make-up (layout without fill, tap and decap cells) <==
group,after synthesis,count (layout)
flops,14,14
buf+inv,10,34
simple gates,8,8
compound gates,6,6
xor+xnor,2,2
mux,1,1
==> report_power, final <==
| group | switching (W) | total [W] | internal (W) |
|---|---|---|---|
| Clock | 0.000185 | 0.000533 | 0.000348 |
| Combinational | 0.0000450 | 0.000148 | 0.000103 |
| Sequential | 0.0000107 | 0.000613 | 0.000602 |
==> timing repair <==
item	in CTS	in global routing
setup buffers	0	0
endpoints found under the setup margin	18	12
endpoints found under the hold margin	0	0
resized	24	15
hold buffers	0	0
Power and IR drop assume default switching activity.
